[flow/config.mk]
export PLATFORM = sky130hd
export DESIGN_NAME = div_fsm
export DESIGN_NICKNAME = div_fsm
export VERILOG_FILES = /design/flow/design.v
export SDC_FILE = /design/flow/constraint.sdc
export NUM_CORES = 4
export LEC_CHECK = 1
export CORE_UTILIZATION = 40
[flow/constraint.sdc]
current_design div_fsm

set clk_period 6.3
set clk_io_pct 0.2

create_clock -name clk0 -period $clk_period [get_ports {clk}]

set non_clock_inputs [all_inputs -no_clocks]
set_input_delay [expr $clk_period * $clk_io_pct] -clock clk0 $non_clock_inputs
set_output_delay [expr $clk_period * $clk_io_pct] -clock clk0 [all_outputs]
[flow/design.v]
module div_fsm#(
    parameter   DATAWIDTH = 10'd8                    
)
(
    input                         clk,               
    input                         rst_n,             
    input                         en,                
    input     [DATAWIDTH-1:0]     dividend,          
    input     [DATAWIDTH-1:0]     divisor,           
    output                        ready,             
    output    [DATAWIDTH-1:0]     quotient,          
    output    [DATAWIDTH-1:0]     remainder,         
    output                        vld_out            
);
localparam IDLE  = 2'b00;        
localparam SUB   = 2'b01;        
localparam SHIFT = 2'b10;        
localparam DONE  = 2'b11;        
reg [DATAWIDTH * 2'd2 - 1'b1:0] dividend_e;          
reg [DATAWIDTH * 2'd2 - 1'b1:0] divisor_e;           
reg [DATAWIDTH - 1'b1:0]        quotient_e;          
reg [DATAWIDTH - 1'b1:0]        remainder_e;         
reg [1:0]                       current_state;       
reg [1:0]                       next_state;          
reg [DATAWIDTH-1'b1:0]          count;               
assign quotient  = quotient_e;                       
assign remainder = remainder_e;                      
assign ready = (current_state == IDLE) ? 1'b1 : 1'b0;
assign vld_out = (current_state == DONE) ? 1'b1 : 1'b0;
always@(posedge clk or negedge rst_n)begin
    if(!rst_n)
        current_state <= IDLE;
    else 
        current_state <= next_state;
end
always@(*)begin
    next_state <= 2'bx;
    case(current_state)
        IDLE: begin
            if(en)
                next_state <=  SUB;
            else
                next_state <=  IDLE;
        end
        SUB: next_state <= SHIFT;
        SHIFT: begin
            if(count<DATAWIDTH) 
                next_state <= SUB;
            else 
                next_state <= DONE;
        end
        DONE: next_state <= IDLE;
        default: next_state <= IDLE;
    endcase
end
always@(posedge clk or negedge rst_n) begin
    if(!rst_n) begin
        dividend_e  <= 1'b0;
        divisor_e   <= 1'b0;
        quotient_e  <= 1'b0;
        remainder_e <= 1'b0;
        count       <= 1'b0;
    end else begin
        case(current_state)
            IDLE:begin
                dividend_e <= {{DATAWIDTH{1'b0}}, dividend};
                divisor_e  <= {divisor, {DATAWIDTH{1'b0}}};
            end
            SUB:begin
                if(dividend_e >= divisor_e) begin
                    quotient_e <= {quotient_e[DATAWIDTH-2'd2:0], 1'b1};         
                    dividend_e <= dividend_e - divisor_e;                       
                end else begin
                    quotient_e <= {quotient_e[DATAWIDTH-2'd2:0], 1'b0};         
                    dividend_e <= dividend_e;                                   
                end
            end
            SHIFT:begin                                                         
                if(count < DATAWIDTH) begin                                     
                    dividend_e <= (dividend_e << 1'b1);                         
                    count      <= count + 1'b1;                                 
                end else begin
                    remainder_e <= dividend_e[DATAWIDTH*2-1:DATAWIDTH];         
                end
            end
            DONE:begin
                count <= 1'b0;  
            end    
        endcase
    end
end
endmodule
[flow/run.sh]
#!/bin/bash
# OpenROAD 26Q1-2900-gdf79404cd8, Yosys 0.63+post, stock flow scripts
make -C /OpenROAD-flow-scripts/flow DESIGN_CONFIG=/design/flow/config.mk WORK_HOME=/design/flow/orfs finish
==> impl_metrics.env <==
# implementation run metrics
export IMPL_num_rows=28
export IMPL_gp_congestion=0.875
export IMPL_crit_path_cell_trace="clkdlybuf4s50_1"
export IMPL_grt_start_max_net_pins=53
export IMPL_ctsHoldBuffers=0
export IMPL_grt_antenna_before_repair=0
export IMPL_cts_setup_buffers=0
export IMPL_clock_path_buffers=2
export IMPL_ios=37
export IMPL_grt_overflow=0
export IMPL_finalCritPeriodShare_pct=44.9
export IMPL_rr_worst_depth=8
export IMPL_grt_pass1_wl_um=8450
export IMPL_syn_area_um2=2550
export IMPL_die_w_um=81.9
export IMPL_ys_cells=229
export IMPL_core_um2=6030
export IMPL_p_switching_mw=0.516
export IMPL_finalClockSkew_ns=0.00926
export IMPL_logic_area_um2=1160
export IMPL_clock_sinks=52
export IMPL_maxSlewHeadroom_pct=50.6
export IMPL_ys_seq_share_pct=51.0
export IMPL_worstMarginPinSlew_ns=0.741
export IMPL_vdd_drop_max_uv=222
export IMPL_clk_pin_slew_ns=0.09
export IMPL_status="finished, final reports clean"
export IMPL_htree_num_levels=2
export IMPL_r2r_slack_ns=3.69
export IMPL_hold_depth=2
export IMPL_drtIter0Drc=94
export IMPL_crit_family="flip-flops"
export IMPL_max_clock_freq_mhz=354
export IMPL_grt_use_total_pct=17.1
export IMPL_end_kind="output port"
export IMPL_min_from="remainder_e[6]"
export IMPL_yosys_warnings=1
export IMPL_insertion_delay_ns=0.30
export IMPL_worst_hold_path_endpoint="remainder_e[6]"
export IMPL_hp_class="reg2reg"
export IMPL_dp_hpwl_um=3500
export IMPL_port_buffers=36
export IMPL_r2r_end="dividend_e[12]"
export IMPL_whs_ns=0.484
export IMPL_setup_viol=0
export IMPL_antenna_cells=0
export IMPL_r2r_start="dividend_e[8]"
export IMPL_cts_resized=0
export IMPL_powerDensity_nw_per_um2=467
export IMPL_rsz0062_at_grt="false"
export IMPL_die_area_um2=6700
export IMPL_cts_buffers=5
export IMPL_power_leakage_nw=1.32
export IMPL_critical_path_max_stage_delay_ns=0.75
export IMPL_swShare_pct=35.9
export IMPL_p_int_mw=0.922
export IMPL_synth_avg_cell_area_um2=11.1
export IMPL_cp_data_arrival_time_ns=1.57
export IMPL_first_pass_iters=4
export IMPL_clockPowerShare_pct=13.5
export IMPL_setup_tns_ns=0
export IMPL_via_count=1773
export IMPL_fin_crit_ns=2.83
export IMPL_total_power_mw=1.44
export IMPL_routed_via_density=5.18
export IMPL_drive_above_1_share_pct=17.6
export IMPL_startpoint_type="flop"
export IMPL_crit_buf_inv=1
export IMPL_die_h_um=81.9
export IMPL_required_ns=5.04
export IMPL_grt_pass1_vias=1687
export IMPL_root_buffer="clkbuf_8"
export IMPL_wl_um=5060
export IMPL_synth_cell_types=43
export IMPL_flop_area_um2=1300
export IMPL_combinationalPowerShare_pct=45.7
export IMPL_nFillCells=555
export IMPL_max_cap_violations=0
export IMPL_postRouteAntennaNets=0
export IMPL_cts_tree="built"
export IMPL_finalHoldViolations=0
export IMPL_drc_errors=0
export IMPL_worst_path_max_fanout=19
export IMPL_drt_wirelength_per_cell_um=14.8
export IMPL_warnings=25
export IMPL_ys_flops=52
export IMPL_slowest_stage="dfstp_2"
export IMPL_area_growth_synth_to_final_pct=20.5
export IMPL_path_class="reg2out"
export IMPL_power_frac_seq_pct=40.8
export IMPL_initial_utilization_pct=42.4
export IMPL_synthCells=229
export IMPL_drv_slew=0
export IMPL_yosys_area_um2=2550
[flip-flops by register name (all words and copies together) (netlist names)]
register	cells
current_state	4
dividend_e	16
divisor_e	8
remainder_e	8
quotient_e	8
count	8
[cell type report]
cell class / count / share of cell area, %
well taps: 75 / 3.05
flip-flops and latches: 52 / 42.3
clock inverters: 1 / 0.244
repair buffers: 37 / 11.8
clock buffers: 7 / 2.81
inverters: 16 / 1.95
multi-input cells: 154 / 37.8
[power groups by stage]
stage / clock [mW] / combinational [mW] / sequential (mW)
final: 0.194 / 0.657 / 0.586
after CTS: 0.203 / 0.659 / 0.589
after global routing: 0.217 / 0.735 / 0.611
[cell usage after synthesis]
cell / number / area share, %
dfrtp_1: 51 / 50
mux2_2: 33 / 15
nand2_1: 27 / 4.0
o21ai_0: 17 / 3.3
inv_1: 14 / 2.1
ha_1: 9 / 4.4
nor2_1: 9 / 1.3
a21oi_1: 8 / 1.6
clkbuf_1: 7 / 1.0
and2_1: 4 / 0.98
nor3_1: 4 / 0.78
nand2b_1: 3 / 0.74
nor2b_1: 3 / 0.74
a211oi_1: 2 / 0.59
a22oi_1: 2 / 0.59
nand4_1: 2 / 0.49
o211ai_1: 2 / 0.59
o21a_1: 2 / 0.59
o22ai_1: 2 / 0.49
o2bb2ai_1: 2 / 0.69
o31ai_1: 2 / 0.59
o41ai_1: 2 / 0.69
or4_1: 2 / 0.59
a2111o_1: 1 / 0.44
a21o_1: 1 / 0.29
a22o_1: 1 / 0.34
a311oi_4: 1 / 1.0
a32o_1: 1 / 0.39
a41oi_1: 1 / 0.34
and3_1: 1 / 0.25
clkinv_1: 1 / 0.15
dfstp_2: 1 / 1.0
fa_1: 1 / 0.78
inv_2: 1 / 0.15
mux2i_1: 1 / 0.39
nand3b_1: 1 / 0.29
nor4_2: 1 / 0.49
o2111a_1: 1 / 0.44
o221a_2: 1 / 0.44
o311ai_0: 1 / 0.34
o31a_1: 1 / 0.34
xnor2_1: 1 / 0.34
xor2_1: 1 / 0.34
[routing by layer]
layer	part of all wire, %	routed length, um	global-route usage, %
met5	0	0	0
met4	0.87	44	1.58
met3	4.4	224	3.27
met2	41	2080	23.1
met1	54	2710	30.5
[worst max-delay path by stage]
stage | from | slack, ns | to | cells after the start
4_1_cts | current_state[0] | 3.45 | ready | 1
6_report | current_state[0] | 3.47 | ready | 1
5_1_grt | current_state[0] | 3.38 | ready | 1
[through the flow]
stage	std cells	worst slack, ns	util (%)	cell area (um^2)
3_3_place_gp	334	3.80	49.5	2980
6_report	342	3.47	51.1	3080
5_1_grt	342	3.38	51.1	3080
4_1_cts	342	3.45	51.1	3080
2_1_floorplan	229	4.00	-	2550
3_5_place_dp	334	3.73	49.5	2980
[placed cells by master (no fill, tap or decap), types with 3 or more instances in the layout]
master	n
dfrtp_1	51
clkdlybuf4s50_1	35
mux2_2	33
nand2_1	27
o21ai_0	17
inv_1	14
nor2_1	9
ha_1	9
a21oi_1	8
clkbuf_8	6
nor3_1	4
and2_1	4
nand2b_1	3
nor2b_1	3
[cell families after synthesis]
kind of cell             Yosys count  share of synthesized area, %
AND/OR/NAND/NOR                   57                          10.6
buffers and inverters             23                          3.38
multiplexers                      34                          15.0
AND-OR/OR-AND                     51                          14.1
flip-flops                        52                          51.0
adder cells (fa/ha/maj)           10                          5.20
XOR/XNOR                           2                         0.686
