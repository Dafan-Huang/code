File: flow/config.mk
export PLATFORM = sky130hd
export DESIGN_NAME = meas_freq
export DESIGN_NICKNAME = meas_freq
export VERILOG_FILES = /design/flow/design.v
export SDC_FILE = /design/flow/constraint.sdc
export NUM_CORES = 4
export LEC_CHECK = 1
export CORE_UTILIZATION = 30
File: flow/constraint.sdc
current_design meas_freq

set clk_period 5.2
set clk_io_pct 0.2

create_clock -name clk0 -period $clk_period [get_ports {clk_6M}]

set non_clock_inputs [all_inputs -no_clocks]
set_input_delay [expr $clk_period * $clk_io_pct] -clock clk0 $non_clock_inputs
set_output_delay [expr $clk_period * $clk_io_pct] -clock clk0 [all_outputs]
File: flow/design.v
module meas_freq(
    input           clk_6M,           
    input           square,
    output  wire    [27:0]  CNTCLK,   
    output  wire    [27:0]  CNTSQU    
);
    parameter GATE_TIME = 28'd6_000_000-1;  
    reg square_r0 = 1'b0;
    reg square_r1 = 1'b0;
    reg square_r2 = 1'b0;
    reg square_r3 = 1'b0;
    reg [27:0] cnt1 = 28'd0;    
    reg gate = 1'b0;            
    reg gatebuf = 1'b0;         
    reg gatebuf1 = 1'b0;        
    reg [27:0] cnt2 = 28'd0;
    reg [27:0] cnt2_r = 28'd0;
    reg [27:0] cnt3 = 28'd0;
    reg [27:0] cnt3_r = 28'd0;
    wire square_pose, square_nege;
    wire gate_start, gate_end;
    always @ (posedge clk_6M) begin
        square_r0 <= square;
        square_r1 <= square_r0;  
        square_r2 <= square_r1;
        square_r3 <= square_r2;
    end
    assign square_pose = square_r2 & ~square_r3;   
    assign square_nege = ~square_r2 & square_r3;   
    always @ (posedge clk_6M) begin
        if (cnt1 == GATE_TIME) begin
            cnt1 <= 28'd0;
            gate <= ~gate;  
        end else begin
            cnt1 <= cnt1 + 1'b1;
        end
    end
    always @ (posedge clk_6M) begin
        if (square_pose == 1'b1) begin  
            gatebuf <= gate;  
        end
        gatebuf1 <= gatebuf;  
    end
    assign gate_start = gatebuf & ~gatebuf1;  
    assign gate_end = ~gatebuf & gatebuf1;    
    always @ (posedge clk_6M) begin
        if (gate_start == 1'b1) begin
            cnt2 <= 28'd1;
        end else if (gate_end == 1'b1) begin
            cnt2_r <= cnt2;  
            cnt2 <= 28'd0;
        end else if (gatebuf1 == 1'b1) begin  
            cnt2 <= cnt2 + 1'b1;
        end
    end
    always @ (posedge clk_6M) begin
        if (gate_start == 1'b1) begin
            cnt3 <= 28'd0;
        end else if (gate_end == 1'b1) begin
            cnt3_r <= cnt3;  
            cnt3 <= 28'd0;
        end else if (gatebuf1 == 1'b1 && square_nege == 1'b1) begin  
            cnt3 <= cnt3 + 1'b1;
        end
    end
    assign CNTCLK = cnt2_r;  
    assign CNTSQU = cnt3_r;  
endmodule
File: flow/run.sh
#!/bin/bash
# OpenROAD 26Q1-2900-gdf79404cd8, Yosys 0.63+post, stock flow scripts
make -C /OpenROAD-flow-scripts/flow DESIGN_CONFIG=/design/flow/config.mk WORK_HOME=/design/flow/orfs finish
==> flow_summary.toml <==
# flow metrics
[run_status]
status = "completed"

[logic_synthesis]
ys_seq_elements = 147
synth.distinct_cells = 40
synth_seq_share_pct = 61.0
common_cells = "89 x dfxtp_1, 58 x edfxtp_1, 33 x a21oi_1, 33 x nor2_1, 29 x nand2_1"
yosys.area_share.xor_xnor_pct = 6.07
top_area_cell = "dfxtp_1"
yosysTopAreaCellShare_pct = 30.9
yosysChipArea_mm2 = 0.00577
synth-edff-count = 58
top_logic_kind = "simple AND/OR/NAND/NOR gates"
synthCells = 515
top_cells_by_area = "dfxtp_1 31%, edfxtp_1 30%, xnor2_1 3.6%"
compound_area_share_pct = 7.63
muxShareOfSynthArea_pct = 1.21
most_common_cell = "dfxtp_1"
ys_cells = 515
yosys_most_used_dff = "dfxtp_1"
ys_warn_count = 1
synth.avg_cell_area_um2 = 11.2
adder_share_pct = 1.08
postSynth.asyncResetShare_pct = 0
synth_area_mm2 = 0.00577
simple_gate_area_share_pct = 20.1

[placed_design]
place.gp.congestion = 0.866
hpwl_um = 6710
io_buffers = 57
place_ws_ns = 2.74

[drt]
wl_per_cell_um = 12.6
drt.antenna.violating_nets = 0
first_pass_iters = 5
num_antenna_cells = 0
via_count = 4014
drt_iter0_markers = 228
drc_errors = 0
detail_route.vias_per_cell = 4.91
wirelength_um = 10300

[sta]
fin_crit_sh_pct = 48.3
tightest_slew_ns = 0.829
fin_ws_ns = 2.69
final.setup.tns_ns = 0
max_freq_ghz = 0.398
post-route-min-period_ns = 2.51
slew-limit-headroom_pct = 44.2
rsz0062_at_grt = "false"
final_hold_viol_count = 0
skew_ns = 0.00866
drv_slew = 0
setup_viol = 0

[pwr]
p_leak_nw = 2.27
total_power_mw = 2.35
irDropWorstVdd_mv = 0.214
power_density_mw_per_mm2 = 331

[hold_path]
hold_class = "flop to flop"

[die]
dieHeight_um = 141
fp_util_pct = 30.8
dieArea_mm2 = 0.0198
core_area_mm2 = 0.0188
ios = 58
die_w_um = 141
core.rowCount = 50

[clock_network]
numCtsBuffers = 17
cts_max_path_buffers = 2
clk_pin_slew_ns = 0.06
cts_tree = "done"
cts_resized = 0
clk_latency_ns = 0.41
cts_hold_buf = 0
cts.sinks = 147
cts_setup_buffers = 0
h-tree-depth = 4
cts-root-buf = "clkbuf_16"

[worst_setup_path]
cp_common_cell = "or4_1"
critPathKind = "flop to flop"
end_kind = "flop"
cp_slowest_stage_delay_ns = 0.77
path_cells = "nand4_2 > or4_1 > or4_1 > a21oi_1"
path_buffers = 0
crit_slowest_cell = "or4_1"
cp_top_family = "simple AND/OR/NAND/NOR gates"
worst_ep_arrival_time_ns = 2.83
path_max_fanout = 13
crit_required_ns = 5.52
start_kind = "flop"

[grt]
grt_pass1_vias = 3754
grt_usage_pct = 11.2
antenna_found_initial = 0
grt_max_degree = 46
grt_pass1_wl_um = 17900
grt-ovfl-total = 0

[final_layout]
area_growth_pct = 23.0
fillers = 1732
drive_gt1_share_pct = 6.68

[job]
tool_warnings = 26
max_cap_violations = 0
final cells by class:
type / count / area [um^2] / share of cell area [%]
flip-flops and latches: 147 / 3520 / 49.6
well taps: 234 / 293 / 4.12
inverters: 17 / 63.8 / 0.899
clock inverters: 13 / 104 / 1.46
clock buffers: 19 / 443 / 6.24
multi-input cells: 329 / 2090 / 29.4
repair buffers: 59 / 586 / 8.25
cell families (layout without fill, tap and decap cells):
family,Yosys count,in the layout
xor+xnor,40,40
simple gates,204,204
flops,147,147
fa+ha+maj,5,5
buf+inv,39,108
mux,7,7
compound gates,73,73
per-layer routing:
| layer | wire (um) | GRT usage, % | vias to the layer above |
|---|---|---|---|
| li1 | - | - | 2036 |
| met1 | 5060 | 17.0 | 1866 |
| met2 | 4580 | 17.3 | 100 |
| met3 | 528 | 2.80 | 12 |
| met4 | 129 | 1.37 | 0 |
| met5 | 0 | 0 | - |
through the flow:
stage / std cells / cell area [um^2] / utilization (%) / hold slack [ns]
after floorplan: 515 / 5770 / - / 0.310
after global placement: 786 / 6550 / 34.9 / 0.315
after detailed placement: 786 / 6550 / 34.9 / 0.314
after CTS: 818 / 7100 / 37.8 / 0.328
after global routing: 818 / 7100 / 37.8 / 0.333
final: 818 / 7100 / 37.8 / 0.326
cell usage in the layout, fill, tap and decap left out, drive strengths merged, types with 13 or more instances in the layout:
cell	count
nand2	29
inv	19
nand4	25
or4	26
edfxtp	58
nand3	27
xnor2	24
clkdlybuf4s50	57
dfxtp	89
o21ai	13
nor2	33
a21oi	33
clkbuf	19
o31ai	21
nor3	16
xor2	16
where the power goes:
part | internal (mW) | total, mW | switching (mW)
sequential | 1.21 | 1.21 | 0.00762
combinational | 0.0202 | 0.0364 | 0.0162
clock | 0.629 | 1.10 | 0.475
total | 1.85 | 2.35 | 0.499
path summary, 6_finish.rpt:
kind              startpoint        end  slack, ns  cells after the start
hold / removal     square_r1  square_r2       0.33                      0
hold reg to reg    square_r1  square_r2       0.33                      0
setup reg to reg    gatebuf1   cnt2[22]       2.69                      4
setup / recovery    gatebuf1   cnt2[22]       2.69                      4
state kept, by name (all words and copies together), names as in the netlist, 28 cells and up:
signal  count
cnt2       28
cnt3_r     28
cnt2_r     28
cnt3       28
cnt1       28
No activity file was given, so power comes from the tool's default toggle rates.
