### ./config.mk
export PLATFORM = sky130hd
export DESIGN_NAME = zhizhang
export DESIGN_NICKNAME = zhizhang
export VERILOG_FILES = /design/flow/design.v
export SDC_FILE = /design/flow/constraint.sdc
export NUM_CORES = 4
export LEC_CHECK = 1
export CORE_UTILIZATION = 30
### ./run.sh
#!/bin/bash
# OpenROAD 26Q1-2900-gdf79404cd8, Yosys 0.63+post, stock flow scripts
make -C /OpenROAD-flow-scripts/flow DESIGN_CONFIG=/design/flow/config.mk WORK_HOME=/design/flow/orfs finish
### ./design.v
`timescale 1ns / 1ps
module zhizhang(
    input           clk_6M,           
    input           square,           
    input           reset_n,           
    output reg [1:0] SEL,             
    output reg [7:0] SEG              
);
parameter GATE_TIME = 28'd6_000_000 - 1;  
reg square_r0 = 1'b0;       
reg square_r1 = 1'b0;
reg square_r2 = 1'b0;
reg square_r3 = 1'b0;
reg [27:0] cnt1 = 28'd0;    
reg gate = 1'b0;            
reg gatebuf = 1'b0;         
reg gatebuf1 = 1'b0;        
reg [27:0] cnt2 = 28'd0;     
reg [27:0] cnt2_r = 28'd0;
reg [27:0] cnt3 = 28'd0;
reg [27:0] cnt3_r = 28'd0;
wire square_pose, square_nege;
wire gate_start, gate_end;
wire [27:0] CNTCLK;         
wire [27:0] CNTSQU;         
wire [27:0] freq_x;         
reg [27:0] number;          
reg [7:0] data;            
reg [11:0] bcd_data;       
parameter CNT_SHIFT_NUM = 7'd8;   
reg [6:0] cnt_shift;              
reg [19:0] data_shift;            
reg shift_flag;                   
parameter MCNT_1MS = 28'd6_000_000 / 10 - 1;  
parameter MCNT_SEL = 2 - 1;                   
wire [7:0] Disp_Data;         
reg [27:0] cnt_1ms;           
reg [1:0] cnt_sel;            
reg [1:0] encode_sel;         
reg [7:0] LUT_seg;            
reg [3:0] data_temp;          
always @(posedge clk_6M or negedge reset_n) begin
    if (!reset_n) begin
        square_r0 <= 1'b0;
        square_r1 <= 1'b0;
        square_r2 <= 1'b0;
        square_r3 <= 1'b0;
    end else begin
        square_r0 <= square;
        square_r1 <= square_r0;
        square_r2 <= square_r1;
        square_r3 <= square_r2;
    end
end
assign square_pose = square_r2 & ~square_r3;   
assign square_nege = ~square_r2 & square_r3;   
always @(posedge clk_6M or negedge reset_n) begin
    if (!reset_n) begin
        cnt1 <= 28'd0;
        gate <= 1'b0;
    end else if (cnt1 == GATE_TIME) begin
        cnt1 <= 28'd0;
        gate <= ~gate;  
    end else begin
        cnt1 <= cnt1 + 1'b1;
    end
end
always @(posedge clk_6M or negedge reset_n) begin
    if (!reset_n) begin
        gatebuf <= 1'b0;
        gatebuf1 <= 1'b0;
    end else begin
        if (square_pose == 1'b1) begin  
            gatebuf <= gate;  
        end else begin
            gatebuf <= gatebuf;
        end
        gatebuf1 <= gatebuf;  
    end
end
assign gate_start = gatebuf & ~gatebuf1;  
assign gate_end = ~gatebuf & gatebuf1;    
always @(posedge clk_6M or negedge reset_n) begin
    if (!reset_n) begin
        cnt2 <= 28'd0;
        cnt2_r <= 28'd0;
        gatebuf1 <= 1'b0;
    end else begin
        if (gate_start == 1'b1) begin
            cnt2 <= 28'd1;
        end else if (gate_end == 1'b1) begin
            cnt2_r <= cnt2;  
            cnt2 <= 28'd0;
        end else if (gatebuf1 == 1'b1) begin  
            cnt2 <= cnt2 + 1'b1;
        end
        gatebuf1 <= gatebuf;  
    end
end
always @(posedge clk_6M or negedge reset_n) begin
    if (!reset_n) begin
        cnt3 <= 28'd0;
        cnt3_r <= 28'd0;
    end else begin
        if (gate_start == 1'b1) begin
            cnt3 <= 28'd0;
        end else if (gate_end == 1'b1) begin
            cnt3_r <= cnt3;  
            cnt3 <= 28'd0;
        end else if (gatebuf1 == 1'b1 && square_nege == 1'b1) begin  
            cnt3 <= cnt3 + 1'b1;
        end
    end
end
assign CNTCLK = cnt2_r;  
assign CNTSQU = cnt3_r;  
assign freq_x = CNTSQU; 
always @(posedge clk_6M or negedge reset_n) begin
    if (!reset_n)
        number <= 8'd0;
    else
        if(freq_x < 50_000)
            number <= 8'd0;
        else if(freq_x >= 68_000 && freq_x < 98_000)
            number <= 8'd1;
        else if(freq_x >= 97_000 && freq_x < 170_000)
            number <= 8'd2;
        else if(freq_x >= 121_000 && freq_x < 131_000)
            number <= 8'd3;
        else if(freq_x >= 145_000 && freq_x < 155_000)
            number <= 8'd4;
        else if(freq_x >= 173_000 && freq_x < 183_000)
            number <= 8'd5;
        else if(freq_x >= 192_000 && freq_x < 202_000)
            number <= 8'd6;
        else if(freq_x >= 207_000 && freq_x < 216_000)
            number <= 8'd7;
        else if(freq_x >= 216_000 && freq_x < 226_000)
            number <= 8'd8;
        else if(freq_x >= 231_000 && freq_x < 241_000)
            number <= 8'd9;
        else if(freq_x >= 246_000 && freq_x < 256_000)
            number <= 8'd10;
        else if(freq_x >= 260_000 && freq_x < 270_000)
            number <= 8'd11;
        else if(freq_x >= 274_000 && freq_x < 284_000)
            number <= 8'd12;
        else if(freq_x >= 289_000 && freq_x < 299_000)
            number <= 8'd13;
        else if(freq_x >= 302_000 && freq_x < 312_000)
            number <= 8'd14;
        else if(freq_x >= 313_000 && freq_x < 323_000)
            number <= 8'd15;
        else if(freq_x >= 324_000 && freq_x < 334_000)
            number <= 8'd16;
        else if(freq_x >= 336_500 && freq_x < 341_500)
            number <= 8'd17;
        else if(freq_x >= 346_500 && freq_x < 351_500)
            number <= 8'd18;
        else if(freq_x >= 355_500 && freq_x < 360_500)
            number <= 8'd19;
        else if(freq_x >= 363_500 && freq_x < 368_500)
            number <= 8'd20;
        else if(freq_x >= 370_500 && freq_x < 375_500)
            number <= 8'd21;
        else if(freq_x >= 377_500 && freq_x < 382_500)
            number <= 8'd22;
        else if(freq_x >= 384_500 && freq_x < 389_500)
            number <= 8'd23;
        else if(freq_x >= 390_500 && freq_x < 395_500)
            number <= 8'd24;
        else if(freq_x >= 396_500 && freq_x < 401_500)
            number <= 8'd25;
        else if(freq_x >= 401_500 && freq_x < 406_500)
            number <= 8'd26;
        else if(freq_x >= 407_500 && freq_x < 412_500)
            number <= 8'd27;
        else if(freq_x >= 414_500 && freq_x < 419_500)
            number <= 8'd28;
        else if(freq_x >= 419_500 && freq_x < 424_500)
            number <= 8'd29;
        else if(freq_x >= 424_500 && freq_x < 440_000)
            number <= 8'd30;
        else 
            number <= 8'd0;
end
always @(posedge clk_6M or negedge reset_n) begin
    if (!reset_n)
        cnt_shift <= 7'd0;
    else if ((cnt_shift == CNT_SHIFT_NUM + 1) && (shift_flag))
        cnt_shift <= 7'd0;
    else if (shift_flag)
        cnt_shift <= cnt_shift + 1'b1;
    else
        cnt_shift <= cnt_shift;
end
always @(posedge clk_6M or negedge reset_n) begin
    if (!reset_n)
        data <= 8'd0;
    else
        data <= number;
end
always @(posedge clk_6M or negedge reset_n) begin
    if (!reset_n)
        data_shift <= 20'd0;
    else if (cnt_shift == 7'd0)
        data_shift <= {14'b0, data};
    else if ((cnt_shift <= CNT_SHIFT_NUM) && (!shift_flag)) begin
        data_shift[11: 8] <= (data_shift[11: 8] > 4) ? (data_shift[11: 8] + 2'd3) : (data_shift[11: 8]);
        data_shift[15:12] <= (data_shift[15:12] > 4) ? (data_shift[15:12] + 2'd3) : (data_shift[15:12]);
        data_shift[19:16] <= (data_shift[19:16] > 4) ? (data_shift[19:16] + 2'd3) : (data_shift[19:16]);
    end else if ((cnt_shift <= CNT_SHIFT_NUM) && (shift_flag))
        data_shift <= data_shift << 1;
    else
        data_shift <= data_shift;
end
always @(posedge clk_6M or negedge reset_n) begin
    if (!reset_n)
        shift_flag <= 1'b0;
    else
        shift_flag <= ~shift_flag;
end
always @(posedge clk_6M or negedge reset_n) begin
    if (!reset_n)
        bcd_data <= 12'd0;
    else if (cnt_shift == CNT_SHIFT_NUM + 1)
        bcd_data <= data_shift[19:8];
    else
        bcd_data <= bcd_data;
end
assign Disp_Data = bcd_data[7:0];
always @(posedge clk_6M or negedge reset_n) begin
    if (!reset_n)
        cnt_1ms <= 0;
    else if (cnt_1ms == MCNT_1MS)
        cnt_1ms <= 0;
    else
        cnt_1ms <= cnt_1ms + 1'b1;
end
always @(posedge clk_6M or negedge reset_n) begin
    if (!reset_n)
        cnt_sel <= 0;
    else if (cnt_1ms == MCNT_1MS) begin
        if (cnt_sel == MCNT_SEL)
            cnt_sel <= 0;
        else
            cnt_sel <= cnt_sel + 1'b1;
    end
end
always @(*) begin
    case (cnt_sel)
        2'b00: encode_sel = 2'b01;  
        2'b01: encode_sel = 2'b10;  
    endcase
end
always @(posedge clk_6M or negedge reset_n) begin
    if (!reset_n)
        SEL <= 0;
    else
        SEL <= encode_sel;
end
always @(*) begin
    case (cnt_sel)
        2'b00: data_temp = Disp_Data[3:0];  
        2'b01: data_temp = Disp_Data[7:4];  
    endcase
end
always @(*) begin
    case (data_temp)
        0  : LUT_seg = 8'h3f;  
        1  : LUT_seg = 8'h06;  
        2  : LUT_seg = 8'h5b;  
        3  : LUT_seg = 8'h4f;  
        4  : LUT_seg = 8'h66;  
        5  : LUT_seg = 8'h6d;  
        6  : LUT_seg = 8'h7d;  
        7  : LUT_seg = 8'h07;  
        8  : LUT_seg = 8'h7f;  
        9  : LUT_seg = 8'h6f;  
        default: LUT_seg = 8'hff;  
    endcase
end
always @(posedge clk_6M or negedge reset_n) begin
    if (!reset_n)
        SEG <= 0;
    else
        SEG <= LUT_seg;
end
endmodule
### ./constraint.sdc
current_design zhizhang

set clk_period 5.0
set clk_io_pct 0.2

create_clock -name clk0 -period $clk_period [get_ports {clk_6M}]

set non_clock_inputs [all_inputs -no_clocks]
set_input_delay [expr $clk_period * $clk_io_pct] -clock clk0 $non_clock_inputs
set_output_delay [expr $clk_period * $clk_io_pct] -clock clk0 [all_outputs]
==> changes_impl.md <==
### Implementation results

* Yosys aoi share at 0.141
* RSZ-0062 raised after global routing: no
* Via count at about 7700
* Mean post-synth cell area at roughly 9.4 um^2
* Instance count of the mapped netlist at about 1000
* TritonCTS Buffers at 17
* Crit path max-delay cell type: dfrtp_1
* Drt drc at 0
* PwrDens at approximately 270 nW/um^2
* Final hold violation count at 0
* Post-Layout Cell Count at about 1400
* Cells along the critical path: nand4b_1 > o41ai_1 > a221oi_1 > a31oi_1 > nand3_1 > or4_1
* Seq cells post-synth at between 150 and 200
* H-tree depth at 4
* Critical path capture point type: flop
* Core ar. at around 32000 um^2
* CP max FO at 26
* DP HPWL at roughly 16 mm
* EDFF count, synth at 0
* Top cell excl fill/tap: dfrtp_1
* CTS resizes at 0
* Clock tree buffer depth at 2
* Mux area share at 0.0505
* Hold/Removal Path Class: reg2reg
* Pins Over Slew Limit at 0
* Worst Reg-to-Reg Cells at 6
* Worst clock skew at ~0.014 ns
* Port-buffer cells at 12
* DIE AREA at 32800 um^2
* Yosys warning total at 2
* Synth cell types at 70
* Fin Setup TNS at 0 ns
* Status: completed
* Die X at about 180 um
* Die Span Y at around 180 um
* Leak Pwr at 0.00471 uW
* Clk slew on worst S/H paths at roughly 0.07 ns
* Critical Path RT at 5.30 ns
* DRT Pass-1 Iters at 5
* Wire per inst at 16.2 um
* Total GRT Usage at 0.147
* Hold_sp: square_r0$_DFF_PN0_
* Area fraction in xor and xnor cells at 0.0673
* First-pass GRT wire length at 38.4 mm
* Kind of critical path: reg2reg
* Tool warnings at 36
* Endpoints left unconstrained at 16
* Yosys chip area at around 9600 um^2
* Post-synthesis simple-gate area fraction at 0.227
* Worst Tran Pin Value at 0.920 ns
* Max cap viols at 0
* Diodes inserted at 0
* Most frequent cells in the layout: dfrtp_1, nor2_1, nand2_1, o21ai_0, nand3_1
* Dominant combinational family: simple AND/OR/NAND/NOR gates
* Layout cell share with drive strength beyond 1 at 0.101
* Initial antenna violation count at 0
* Gpl congestion at about 1
* Adder Area Share at 0.0221
* Register pins left without a clock at 6
* Clock Tree Root: clkbuf_16
* Yosys cell count at slightly above 1000
* Ys flop type: dfrtp_1
* Max VDD drop at 0.212 mV
* Post-route minimum period at 3.17 ns
* Grt ovf at 0
* # setup viols final at 0
* Rows at around 65
* Seq. cell area at approximately 4400 um^2
* Vias in the first global route at about 7200
* CTS tree: built
* # fillers at around 3200
* Starting Density at 0.305
* Initial drt markers at ~740
* Max incr delay on CP at between 0.9 and 1 ns
* Fraction of registers with async set/reset at 0.966
* FF-to-FF End: number[3]$_DFF_PN0_
* Late-Pin Clk Latency at ~0.43 ns
* Count of hold-fix buffers inserted at cts at 0
* Flop2flop setup slack at 1.83 ns
* Postcts setup bufs at 0
* Slew margin rel. at 0.386
* I/O pin count at 13
* Tcrit/Tclk final at 0.634
* Reg-to-Reg Start: cnt3_r[10]$_DFFE_PN0P_
* Hold Path Depth at 0
* ANT nets after route at 0
* Largest net degree at the start of global routing at between 100 and 150
* Post-Syn Area at 9640 um^2
* WHS Endpoint: square_r1$_DFF_PN0_
* Fmax at between 300 and 400 MHz
* Vias per cell at approximately 5.4
* Gate Area at between 4000 and 5000 um^2
* Area growth from synthesis to layout at 11.9%
* Worst Path Arrival at between 3 and 4 ns
* Worst setup SP type: flop
* Cells after DPL at around 1400
* Routed WL at approximately 23 mm
Yosys cell counts (all sizes together), types with 10 or more instances:
cell type / count / area (um^2)
a31oi: 15 / 93.8
nand2b: 10 / 62.6
xnor2: 27 / 236
dfrtp: 173 / 4330
or3: 11 / 68.8
nor2: 104 / 395
nor4: 14 / 118
nand3: 53 / 265
a21oi: 38 / 190
o21ai: 66 / 330
buf: 22 / 105
mux2: 37 / 417
nand4: 25 / 156
xor2: 47 / 412
clkbuf: 33 / 124
inv: 25 / 93.8
or2: 10 / 62.6
and2: 11 / 68.8
nand2: 83 / 312
o31ai: 12 / 90.1
nor3: 26 / 130
ha: 17 / 213
and3: 23 / 144
state kept, by name, summed over array words and instances, names as in the netlist, 2 cells and up:
name and flops:
cnt_1ms 28, data_temp 4, bcd_data 8, cnt3 28, data 5, data_shift 16, cnt3_r 28, number 5
cnt_shift 7, SEG 8, SEL 2, cnt_sel 2, encode_sel 2, cnt1 28
metal layers:
| layer | vias up | global-route usage | part of all wire |
|---|---|---|---|
| li1 | 3663 | - | - |
| met1 | 3700 | 0.230 | 0.48 |
| met3 | 60 | 0.0265 | 0.052 |
| met4 | 0 | 0.0481 | 0.039 |
| met2 | 267 | 0.209 | 0.43 |
| met5 | - | 0 | 0 |
power by group:
part           internal, uW  switching, uW  total, uW
Combinational          3.26           26.9       30.2
Sequential             1400          0.720       1400
Clock                   861            571       1430
layout make-up:
class                      instances  area share
multi-input combinational        762       0.455
clock inverter                    14      0.0187
tap                              402      0.0466
sequential                       179       0.410
inverter                          25     0.00870
clock buffer                      18      0.0407
timing repair buffer              24      0.0208
cells by family (layout without fill, tap and decap cells):
kind of cell	Yosys count	count (layout)
latches	6	6
buffers and inverters	80	81
DFF	173	173
xor gates and xnor gates	74	74
muxes	44	44
AOI/OAI and AO/OA	208	208
and+or+nand+nor	419	419
adders and majority gates	17	17
worst max path at each step:
stage / startpoint / to / cells after the start
6_report: cnt3_r[10]$_DFFE_PN0P_ / number[3]$_DFF_PN0_ / 6
4_1_cts: cnt3_r[10]$_DFFE_PN0P_ / number[3]$_DFF_PN0_ / 6
5_1_grt: cnt3_r[10]$_DFFE_PN0P_ / number[3]$_DFF_PN0_ / 6
worst max-delay path, delay by kind of cell, from the launching register on:
family,cells,cell delay [ns]
AND-OR/OR-AND,3,1.12
flip-flops,1,0.94
AND/OR/NAND/NOR,3,0.98
stage by stage:
step           power [uW]  utilization  cell area [um^2]  hold slack, ns  worst slack, ns
2_1_floorplan        1430            -              9640           0.331             2.68
3_3_place_gp         1460        0.322             10100           0.333             1.95
3_5_place_dp         1460        0.322             10100           0.337             2.02
4_1_cts              2910        0.342             10800           0.353             1.98
5_1_grt              2970        0.342             10800           0.359             1.73
6_report             2860        0.342             10800           0.349             1.83
Power and IR drop assume default switching activity.
